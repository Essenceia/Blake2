### constraint.sdc
current_design adder_3way

set clk_period 19.9
set clk_io_pct 0.2

create_clock -name clk0 -period $clk_period

set non_clock_inputs [all_inputs -no_clocks]
set_input_delay [expr $clk_period * $clk_io_pct] -clock clk0 $non_clock_inputs
set_output_delay [expr $clk_period * $clk_io_pct] -clock clk0 [all_outputs]
### design.v
`timescale 1ns / 1ps
module right_rot #(
	parameter ROT_I=32,
	parameter W=64
	)
	(
	input  [W-1:0] data_i,
	output [W-1:0] data_o
	);
	assign data_o[W-1:0] = { data_i[ROT_I-1:0], data_i[W-1:ROT_I]};
endmodule
module adder_3way #(
	parameter W=64
	)
	(
	input [W-1:0] x0_i,
	input [W-1:0] x1_i,
	input [W-1:0] x2_i,
	output [W-1:0] y_o
	);
	wire         carry;
	wire         unused_carry;
	wire [W-1:0] tmp;
	assign { carry , tmp } = x0_i + x1_i;
	assign { unused_carry, y_o } = x2_i + { carry , tmp };
endmodule
module G #(
	parameter W=32,
	parameter R1,
	parameter R2,
	parameter R3,
	parameter R4
	)(
	input [W-1:0]  a_i,
	input [W-1:0]  b_i,
	input [W-1:0]  c_i,
	input [W-1:0]  d_i,
	input [W-1:0]  x_i,
	input [W-1:0]  y_i,
	output [W-1:0] a_o,
	output [W-1:0] b_o,
	output [W-1:0] c_o,
	output [W-1:0] d_o
	);
	wire [W-1:0] a0;
	wire [W-1:0] b0;
	wire [W-1:0] c0;
	wire [W-1:0] d0;
	adder_3way #(.W(W)) m_add_0(
		.x0_i(a_i),
		.x1_i(b_i),
		.x2_i(x_i),
		.y_o(a0)
	);
	right_rot #(R1 , W) m_rot_0
	(
		.data_i((d_i ^ a0)),
		.data_o(d0)
	);
	assign {unused_carry, c0} = c_i + d0;
	right_rot #(R2 , W) m_rot_1
	(
		.data_i((b_i ^ c0)),
		.data_o(b0)
	);
	adder_3way #(.W(W)) m_add_1
	(
		.x0_i(a0),
		.x1_i(b0),
		.x2_i(y_i),
		.y_o(a_o)
	);
	right_rot #(R3 , W) m_rot_2
	(
		.data_i((d0 ^ a0)),
		.data_o(d_o)
	);
	assign {unused_carry1, c_o} = c0 + d_o;
	right_rot #(R4 , W) m_rot_3
	(
		.data_i((b0 ^ c_o)),
		.data_o(b_o)
	);
endmodule 
### run.sh
#!/bin/bash
# OpenROAD 26Q1-2900-gdf79404cd8, Yosys 0.63+post, stock flow scripts
make -C /OpenROAD-flow-scripts/flow DESIGN_CONFIG=/design/flow/config.mk WORK_HOME=/design/flow/orfs finish
### config.mk
export PLATFORM = sky130hd
export DESIGN_NAME = adder_3way
export DESIGN_NICKNAME = adder_3way
export VERILOG_FILES = /design/flow/design.v
export SDC_FILE = /design/flow/constraint.sdc
export NUM_CORES = 4
export LEC_CHECK = 1
export CORE_UTILIZATION = 30
==> results.yml <==
# generated from flow reports
timing:
  fin_crit_ps: 11770
  fmax_mhz: 84.9
  finalClockPeriodUsage_pct: 59.2
  fin_setup_tns_ps: 0
  setup_viol: 0
  slew_violations: 0
  relSlewSlack_pct: 58.6
  finalHoldViolCount: 0
  grt_setup_unrepaired: "false"
  tightest_slew_ps: 614
synthesis:
  yosysTopAreaCell: "fa_1"
  yosysTopAreaCellShare_pct: 24.8
  syn_inst: 636
  synth.yosys.warnings: 0
  top_cell: "a21oi_1"
  ys_seq_share_pct: 0
  netlist_area_um2: 5160
  top_cells_by_area: "fa_1 (25%), ha_1 (15%), a21oi_1 (8.1%)"
  common_cells: "a21oi_1 (83), fa_1 (64), ha_1 (62), nand2_1 (57), xnor2_1 (43)"
  ys_types: 60
  avgSynthCellArea_um2: 8.11
  ys_cells: 636
  synth_chip_area_um2: 5160
hold_path:
  worstHoldPathType: "input pin to output port"
  hold_depth: 5
  whs_endpoint: "y_o[0]"
  hp-start: "x2_i[0]"
floorplan:
  die-area_um2: 17700
  rows: 47
  ioPinCount: 256
  die-height_um: 133
  die_w_um: 133
  floorplan.core_util_pct: 30.9
  core_um2: 16700
worst_setup_path:
  cp-start-kind: "input pin"
  criticalPathCategory: "input pin to output port"
  worstPathRequired_ps: 15920
  end_kind: "output port"
  path_max_fanout: 5
  crit_arrival_ps: 7790
global_route:
  grt_start_max_net_pins: 11
  grtUsageTotal_pct: 20.6
  grt_pass1_vias: 5738
  grt_pass1_wl_um: 28800
  grt_overflow_total: 0
  antenna_found_initial: 0
detailed_routing:
  drt-total-wl_um: 17500
  first_iter_violations: 227
  viasPerCell: 5.12
  drt_first_pass_iters: 4
  antenna_left: 0
  dr_total_vias: 5595
  routedWlPerCell_um: 16.0
  drc: 0
  diodes: 0
clocking:
  hold_buffers: 0
  cts_setup_buffers: 0
  post_cts_resized: 0
job:
  warning_count: 32
  cap_viol_max_count: 0
placement:
  hpwl_um: 15800
  port_buffers: 256
  place_area_um2: 7900
  place_congestion: 0.900
finish:
  nClkBuffers: 0
  seqCellArea_um2: 0
  area_growth_pct: 53.2
  utilization_pct: 47.3
  flops: 0
  drive_above_1_share_pct: 2.75
  stdcell_area_um2: 7900
  fillCellCount: 1673
pwr:
  leakage_nw: 3.10
  pwr_density_cell_nw_per_um2: 63.7
  vdd_drop_max_uv: 25.6
run_status:
  status: "finished clean"
## layout make-up
class,count,area (µm²),area share (%)
inverters,18,67.6,0.855
repair buffers,256,2560,32.4
well taps,220,275,3.48
multi-input cells,598,5000,63.2
## critical path, cell delays in order
cell and delay, ps:
clkdlybuf4s50_1 430, fa_1 490, ha_1 250, fa_1 440, a211oi_2 290, o211ai_1 140, a21bo_1 240, a31o_4 280
a31oi_4 270, o21ai_4 150, a21oi_1 190, xnor2_1 140, clkdlybuf4s50_1 510
## per-stage QoR
stage                     setup slack, ps  total power, W  std cells  hold slack (ps)
after floorplan                      9380        0.000251        636             8170
after global placement               8140        0.000509       1092             8980
after detailed placement             8150        0.000503       1092             8990
after CTS                            8120        0.000508       1092             9000
after global routing                 7930        0.000558       1092             9050
final                                8130        0.000503       1092             8990
## how the worst max path moves through the flow
stage,cells after the start,from,end
CTS,13,x0_i[1],y_o[39]
finish,13,x0_i[1],y_o[51]
global route,13,x0_i[1],y_o[51]
## logic make-up (layout without fill, tap and decap cells)
kind of cell	Yosys count	after routing	synth area share [%]
compound gates	235	235	29.4
fa+ha+maj	126	126	39.9
xor+xnor	63	63	10.7
mux	1	1	0.218
simple gates	173	173	16.7
buf+inv	38	274	3.13
## power breakdown
part           internal, W  switching [W]  total, W
Sequential               0              0         0
Clock                    0              0         0
Combinational     0.000274       0.000230  0.000503
## cells in the final DEF (no fill, tap or decap), types with 3 or more instances in the layout
master	instances
o211ai_1	10
a211oi_1	6
a31oi_1	13
and3_1	11
nand2_1	57
o21bai_1	11
o21ai_1	9
nor3_1	12
o21ai_0	42
a21oi_1	83
o21a_1	4
nand4_1	16
inv_1	18
nor2_1	34
o31a_1	3
and2_1	7
xnor2_1	43
clkdlybuf4s50_1	256
fa_1	64
xor2_1	20
or3_1	3
nor3_2	4
a21o_1	26
nand3_1	14
ha_1	62
o211ai_2	3
## layer usage
layer / share of wire [%] / wire length [µm] / up-vias / GRT usage [%]
li1: - / - / 2811 / -
met2: 46 / 8120 / 202 / 34.0
met1: 44 / 7740 / 2578 / 30.1
met3: 8.9 / 1560 / 4 / 3.69
met4: 0.55 / 96 / 0 / 0.947
met5: 0 / 0 / - / 0
Power figures rest on the tool's default switching activity, not on a simulated workload.
