### flow/run.sh
#!/bin/bash
# OpenROAD 26Q1-2900-gdf79404cd8, Yosys 0.63+post, stock flow scripts
make -C /OpenROAD-flow-scripts/flow DESIGN_CONFIG=/design/flow/config.mk WORK_HOME=/design/flow/orfs finish
### flow/config.mk
export PLATFORM = sky130hd
export DESIGN_NAME = io_intf
export DESIGN_NICKNAME = io_intf
export VERILOG_FILES = /design/flow/design.v
export SDC_FILE = /design/flow/constraint.sdc
export NUM_CORES = 4
export LEC_CHECK = 1
export CORE_UTILIZATION = 30
### flow/constraint.sdc
current_design io_intf

set clk_period 3.9
set clk_io_pct 0.2

create_clock -name clk0 -period $clk_period [get_ports {clk}]

set non_clock_inputs [all_inputs -no_clocks]
set_input_delay [expr $clk_period * $clk_io_pct] -clock clk0 $non_clock_inputs
set_output_delay [expr $clk_period * $clk_io_pct] -clock clk0 [all_outputs]
### flow/design.v
module byte_size_config(
	input wire clk, 
	input wire nreset, 
	input wire valid_i,
	input wire config_v_i,
	input wire [7:0] data_i,
	output wire [7:0]  kk_o,
	output wire [7:0]  nn_o,
	output wire [63:0] ll_o
); 
	parameter CFG_CNT_KK      = 4'd0;
	parameter CFG_CNT_NN      = 4'd1;
	parameter CFG_CNT_LL_MIN  = 4'd2;
	parameter CFG_CNT_LL_MAX  = 4'd10;
	reg       unused_cfg_cnt_q;
	reg [3:0]  cfg_cnt_q; 
	reg [7:0]  kk_q;
	reg [7:0]  nn_q;
	reg [63:0] ll_q;
	always @(posedge clk) begin
		if ((~nreset) | (valid_i & ~config_v_i)) begin
			cfg_cnt_q <= '0;
		end else begin
			{ unusued_cfg_cnt_q, cfg_cnt_q } <= cfg_cnt_q + 'd1;
		end
	end
	always @(posedge clk) begin
		case(cfg_cnt_q) 
			CFG_CNT_KK: kk_q <= data_i;
			CFG_CNT_NN: nn_q <= data_i;
			default: ll_q <= {ll_q[54:0] , data_i}; 
		endcase
	end
	assign kk_o = kk_q;
	assign nn_o = nn_q;
	assign ll_o = ll_q;
endmodule 
module block_data(
	input wire clk, 
	input wire nreset, 
	input wire valid_i,
	input wire [1:0] cmd_i,
	input wire [5:0] data_i,
	output wire         data_v_o,
	output wire [7:0]   data_o,
	output wire [5:0]   data_idx_o,
	output wire         block_first_o,
	output wire         block_last_o
);
	parameter CMD_CONF  = 2'd0;  
	parameter CMD_START = 2'd1;
	parameter CMD_DATA  = 2'd2;
	parameter CMD_LAST  = 2'd3;
	reg [7:0] data_q;
	reg [5:0] cnt_q;
	reg       unusued_cnt_q;
	wire      data_v;
	wire      start_v;
	reg       start_q;
	wire      last_v;
	reg       last_q;
	wire      conf_v;
	assign start_v = valid_i & (cmd_i == CMD_START);	
	assign last_v = valid_i & (cmd_i == CMD_LAST);	
	assign data_v = valid_i & ~(cmd_i == CMD_CONF); 
	always @(posedge clk) begin
		if (~nreset | start_v) begin
			cnt_q <= '0;
		end else begin
			{unused_cnt_q, cnt_q} <= cnt_q + data_v;
		end
	end
	always @(posedge clk) begin
		data_v_q <= data_v;
		if (data_v) begin
			data_q <= data_i;
		end
	end
	always @(posedge clk) begin
		if (~nreset | (cnt_q == 6'd63))begin
			start_q <= '0;
			last_q <= '0;
		end else if (start_v | last_v) begin
			start_q <= start_v;
			last_q <= last_v;
		end
	end
	assign data_v_o = data_v_q;
	assign data_o = data_q;
	assign data_idx_o = cnt_q;
	assign block_first_o = start_q;
	assign block_last_o = last_q; 
endmodule
module io_intf(
	input wire clk, 
	input wire nreset, 
	input wire       valid_i,
	input wire [1:0] cmd_i,
	input wire [7:0] data_i,
	output wire hash_finished_o,
	input wire       hash_finished_i,
	output wire [7:0]  kk_o,
	output wire [7:0]  nn_o,
	output wire [63:0] ll_o,
	output wire       data_v_o,
	output wire [7:0] data_o,
	output wire [5:0] data_idx_o,
	output wire       block_first_o,
	output wire       block_last_o
);
	parameter CMD_CONF  = 2'd0;  
	byte_size_config m_config(
		.clk(clk),
		.nreset(nreset),
		.valid_i(valid_i),
		.config_v_i(cmd_i == CMD_CONF),
		.data_i(data_i),
		.kk_o(kk_o),
		.nn_o(nn_o),
		.ll_o(ll_o)
	);
	block_data m_block_data(
		.clk(clk), 
		.nreset(nreset), 
		.valid_i(valid_i),
		.cmd_i(cmd_i),
		.data_i(data_i),
	 	.data_v_o(data_v_o),
	 	.data_o(data_o),
	 	.data_idx_o(data_idx_o),
	 	.block_first_o(block_first_o),
	 	.block_last_o(block_last_o)
	);
	assign hash_finished_o = hash_finished_i;
endmodule
==> writeup.txt <==
The mapped netlist covers 0.00313 sq mm. For the combinational share of power, the log shows 9.3%. Buffers added to address setup during post-CTS repair amount to 0. The run gives 0 as the total global routing overflow. Clock tree buffer depth: 2. By count the netlist is led by edfxtp_1 (85), dfxtp_1 (13), nor2_1 (8). Looking at the worst setup and hold paths, the clock pins of their registers show a slew of 0.09 ns. Counting pins that exceed their max-slew limit in the final report gives 0. The routed design ends up with an antenna cell count of 0.

The run gives 0 for the total count of hold-check failures in the final report. With the post-layout instance count excluding filler cells at 403, the slew at the pin closest to its max-slew limit is 0.772 ns. Sequential elements use 90.0% of the synthesized area.

The run gives 0.00313 sq mm for the area reported by Yosys stat. Sorting the synthesized cells by area gives the leading types as edfxtp_1 (82%), dfxtp_1 (8.3%), ha_1 (2.0%), buf_4 (0.96%), nor2_1 (0.96%). The run gives 6 for the cell depth of the worst flop-to-flop path. TritonCTS built the clock tree. The maximum clock frequency came out at 436 MHz. After legalization and detailed placement, the total HPWL measured 3830 um. Setup repair after global routing left no endpoint under its margin.

Counting tap cells, the placed design contains a total of 388 instances. The clock net in this run drives a total of 98 sinks. The area growth from synthesis to layout is 46.4%. The worst-case reg-to-reg setup slack stands at 1.69 ns. Per the synthesis report, the single largest cell type by area occupies 81.6% of cell area. The cell that appears most often on the critical path is ha_1. The kind of cell with the highest combined delay along the critical path is buffers and inverters.

The analysis attributes to cell leakage a power of 1.57 nW. Of the available clock period, the critical path in the final layout requires 58.9%. The run gives 0.156 mV for the largest voltage drop on the vdd net.

For the final database, setup skew stands at 0.00972 ns. In the global route stage, overall resource usage came out at 11.0%. With the vertical extent of the die at 104 um, the number of synthesized flops with an enable pin is 85. Of the total power, registers draw 59.3%. The run gives 35 for the first-iteration detailed-routing DRC count. The floorplan report gives the top-level pin count as 112. The startpoint identified for the worst hold timing path is m_config.ll_q[22]$_DFFE_PN_. The count of instances resized after the clock tree is built came out at 0. The logs give 0.417 mW for the net switching power of the design and 48.5% for the headroom to the max-slew limit. The number of maximum-capacitance constraint violations came out at 0. The initial antenna violation count is 0. The per-cell via count in the routed design came out at 4.21. Counting the warning lines in the Yosys log gives 7. Hold analysis shows the worst path with a depth of 0. According to the timing report, the arrival time at the worst endpoint equals 2.54 ns. Biggest area consumer among synthesized cells: edfxtp_1. edfxtp_1 is the most common cell in the netlist.

Counting I/O delays and the setup requirement, the final critical path takes 2.30 ns. For the worst slack on hold paths, the log shows 0.450 ns. Start-to-end type of the worst setup path: in2reg. The run gives 1,695 for the total via count after detailed routing.

The number of hold buffers added after CTS was 0. The clock latency on the worst-skew pair is 0.34 ns, and the number of warnings in the stage logs is 27. STA classifies the critical path startpoint as an input port.

Effective utilization at floorplan: 31.4%. The first-pass GRT wire length is 8800 um. In this run the worst path has a maximum fanout of 8. The type of destination of the critical path was a flip-flop. After routing, the total negative slack on setup checks comes to 0 ns. The count of nets left with antenna violations once routing finished came out at 0.

Wire length per cell after detailed routing: 14.0 um. In this run the tool buffered the top-level ports with 106 buffer cells. The initialized floorplan defines 36 standard-cell rows. After detailed routing, the total wire length is 5650 um. For the H-tree level count, the log shows 3.

The core region is 0.00995 sq mm. Per the TritonCTS log, the buffer count is 9. The tools report the critical path startpoint as cmd_i[0]. Of the total power, the share spent switching nets is 19.4%.

The number of flip-flops and latches in the synthesized netlist is 98. Instance count of the mapped netlist: 148. The via count of the first global-routing pass was 1,650. In the synthesized netlist the async set-or-reset flop fraction comes to 0%. The run gives 4 for the count of TritonRoute iterations in the first routing pass. Entering global routing, the biggest net connects 61 pins. In this run the clock root is driven by a clkbuf_8.

The report lists the cells along the critical path as clkdlybuf4s50_1, o21ai_0, inv_1, ha_1, ha_1, nand3_1, xor2_1, nor2_1. The final setup violation count was 0. The tightest min-delay check is of the reg2reg type. For the remaining design rule violation count, the log shows 0. The flow ran to the end, and the final reports show no timing, DRC or antenna violations. For the worst reg-to-reg path, the startpoint reported by OpenROAD is m_config.cfg_cnt_q[0]$_SDFF_PP0_. The master of the slowest instance on the critical path was clkdlybuf4s50_1. In this run the full chip footprint comes out at 0.0108 sq mm. The tools report the endpoint required time on the critical path as 4.14 ns. With the post-layout utilization of the core at 46.0%, the critical path's largest stage delay is 0.45 ns.

In this run the horizontal extent of the chip is 104 um. The timing report notes that buffer and inverter cells on the critical path total 2. After synthesis, the design contains 148 cells according to Yosys. The number of different library cells used by synthesis comes to 20. Per the summary, power density relative to cell area is 469 mW/mm^2. The run gives 1.73 mW for the internal portion of total power. In the synthesized netlist the dominant register cell turns out to be edfxtp_1. The mean instance size in the synthesized netlist is 21.1 sq um, and the clock power share is 31.4%. Cells with a size suffix above 1 make up 7.41% of the layout.

The logic depth of the worst setup path including buffers was 8. The run gives 0.800 as the final estimated routing congestion in global placement.
[per-stage QoR]
stage	instance area (sq um)	total power, mW	worst slack (ns)
finish	4580	2.15	1.60
global route	4580	2.24	1.47
CTS	4580	2.18	1.62
detailed placement	4370	1.50	1.23
global placement	4370	1.50	1.32
floorplan	3140	1.31	0.966
[layout by cell type, fill, tap and decap left out, types with 2 or more instances in the layout]
cell type and n:
inv_1 4, xor2_1 3, a21oi_1 2, ha_1 5
nand2_1 5, nor3b_2 2, xnor2_1 2, buf_4 3
bufinv_16 2, o21ai_0 2, nand3_1 4, clkinvlp_4 2
nor2_1 7, dfxtp_1 13, conb_1 3, edfxtp_1 85
clkinv_1 2, and3_1 3, clkdlybuf4s50_1 106, clkbuf_8 9
[flip-flops by register name, summed over array words and instances, names as in the netlist]
signal and cells:
m_config.cfg_cnt_q 4, m_block_data.data_v_q 1, m_config.nn_q 8, m_block_data.start_q 1, m_config.ll_q 63, m_block_data.last_q 1, m_block_data.data_q 6, m_config.kk_q 8
m_block_data.cnt_q 6
[per-layer routing]
metal / up-vias / track usage, % / part of all wire [%]
met5: - / 0 / 0
met4: 0 / 1.73 / 1.1
met3: 8 / 6.51 / 14
met2: 108 / 15.5 / 42
met1: 795 / 15.9 / 43
li1: 784 / - / -
[power groups by stage]
stage         Sequential (mW)  Combinational [mW]  Clock (mW)
global route             1.28               0.219       0.737
CTS                      1.27               0.205       0.702
finish                   1.27               0.199       0.675
[worst reg2reg max path, cell delays in order (launching register included)]
cell	delay, ns
dfxtp_1	0.41
inv_1	0.06
ha_1	0.19
nor3b_2	0.15
buf_4	0.20
nor2_4	0.16
buf_4	0.61
[area by class of cell]
cell class	instances	area (sq um)
clock buffers	9	124
clock inverters	6	82.6
fillers	866	5380
inverters	4	15.0
multi-input cells	44	294
flip-flops and latches	98	2810
well taps	133	166
repair buffers	109	1080
[logic make-up (layout without fill, tap and decap cells)]
group	after synthesis	in the layout	synth area share (%)
and+or+nand+nor	26	26	4.20
xor gates and xnor gates	5	5	1.40
DFF	98	98	90.0
other	1	3	0.120
AOI/OAI and AO/OA	5	5	0.880
adders and majority gates	5	5	2.00
buffers and inverters	8	128	1.44
[final timing paths]
check	end
max	m_block_data.cnt_q[4]$_SDFF_PP0_
min reg2reg	m_config.ll_q[30]$_DFFE_PN_
min	m_config.ll_q[30]$_DFFE_PN_
max reg2reg	m_config.ll_q[45]$_DFFE_PN_
Power figures rest on the tool's default switching activity, not on a simulated workload.
